==> ./design.v <==
module hex_to_sseg (
 input wire [3:0] hex,
 output reg [6:0] sseg  
);
 always_comb begin
  case (hex)
   4'h0: sseg[6:0] = 7'b000_000_1;
   4'h1: sseg[6:0] = 7'b100_111_1;
   4'h2: sseg[6:0] = 7'b001_001_0;
   4'h3: sseg[6:0] = 7'b000_011_0;
   4'h4: sseg[6:0] = 7'b100_110_0;
   4'h5: sseg[6:0] = 7'b010_010_0;
   4'h6: sseg[6:0] = 7'b010_000_0;
   4'h7: sseg[6:0] = 7'b000_111_1;
   4'h8: sseg[6:0] = 7'b000_000_0;
   4'h9: sseg[6:0] = 7'b000_010_0;
   4'ha: sseg[6:0] = 7'b000_100_0;
   4'hb: sseg[6:0] = 7'b110_000_0;
   4'hc: sseg[6:0] = 7'b011_000_1;
   4'hd: sseg[6:0] = 7'b100_001_0;
   4'he: sseg[6:0] = 7'b011_000_0;
   default: sseg[6:0] = 7'b011_100_0;  
  endcase
 end
endmodule
==> ./run.sh <==
#!/bin/bash
# OpenROAD 26Q1-2900-gdf79404cd8, Yosys 0.63+post, stock flow scripts
make -C /OpenROAD-flow-scripts/flow DESIGN_CONFIG=/design/flow/config.mk WORK_HOME=/design/flow/orfs finish
==> ./config.mk <==
export PLATFORM = sky130hd
export DESIGN_NAME = hex_to_sseg
export DESIGN_NICKNAME = hex_to_sseg
export VERILOG_FILES = /design/flow/design.v
export SDC_FILE = /design/flow/constraint.sdc
export NUM_CORES = 4
export LEC_CHECK = 1
export CORE_AREA = 10 10 70 70
export DIE_AREA = 0 0 80 80
==> ./constraint.sdc <==
current_design hex_to_sseg

set clk_period 1.4
set clk_io_pct 0.2

create_clock -name clk0 -period $clk_period

set non_clock_inputs [all_inputs -no_clocks]
set_input_delay [expr $clk_period * $clk_io_pct] -clock clk0 $non_clock_inputs
set_output_delay [expr $clk_period * $clk_io_pct] -clock clk0 [all_outputs]
==> flow_metrics.py <==
# Flow results
metrics = {
    "drt": {
        "drtAntennaViolNets": 0,
        "vias": 322,
        "drt_iter0_markers": 2,
        "n_antenna_cell": 0,
        "wl_met1_um": 434,
        "dr_wl_met2_um": 522,
        "top_layer_used": "met3",
        "drt_wl_total_um": 999,
        "drtPass1Iterations": 2,
        "wl_met3_um": 41,
        "viasPerCell": 3.13,
        "avgRoutedWirePerCell_um": 9.70,
        "drc": 0,
    },
    "setup_path": {
        "cp_top_family": "multiplexers",
        "slowest_stage": "mux4_2",
        "worstPathCellList": "buf_8 > buf_6 > ha_2 > mux4_2 > buf_2",
        "worstSetupEndpointType": "output port",
        "startpoint_type": "primary input",
        "path_class": "primary input to output port",
        "required_ps": 1120,
        "crit_arrival_ps": 1270,
        "cpPeakStageDelay_ps": 450,
        "path_buffers": 3,
        "crit_fanout": 5,
    },
    "global_route": {
        "grt_pass1_vias": 346,
        "grt_pass1_wl_um": 1510,
        "grt_max_degree": 11,
        "grt_overflow": 0,
        "grtUsageTotal_pct": 2.71,
        "antenna_found_initial": 0,
    },
    "power_and_ir_drop": {
        "leakagePower_nw": 0.278,
        "power.total_mw": 0.178,
        "p_per_area_mw_per_mm2": 272,
        "irDropWorstVdd_uv": 50.6,
    },
    "logic_synthesis": {
        "synth_chip_area_sq_um": 269,
        "yosys_warnings": 1,
        "syn_area_sq_um": 269,
        "synthDistinctLibCells": 13,
        "top_cells_by_area": "ha_1, mux2i_1, mux4_2",
        "seq_area_frac_synth_pct": 0,
        "common_cells": "ha_1, mux2i_1, nor2_1, inv_1",
        "syn_area_per_cell_sq_um": 8.15,
        "yosysMostFrequentCell": "ha_1",
        "top_area_share_pct": 32.6,
        "ys_cells": 33,
        "synthCells": 33,
        "largest_area_cell": "ha_1",
    },
    "placed_design": {
        "post-dp-hpwl_um": 601,
        "placed_area_sq_um": 482,
        "place_ws_ps": -906,
        "gp_congestion": 0.751,
        "io_buffer_count": 11,
        "dp_cells": 96,
    },
    "floorplanning": {
        "die-area_sq_mm": 0.00640,
        "ios": 11,
        "core_region_area_sq_mm": 0.00342,
        "dieHeight_um": 80,
        "rows": 21,
        "die_w_um": 80,
        "floorplan.initialDensity_pct": 7.88,
    },
    "timing": {
        "final.setup.worst_slack_ps": -152,
        "whs_ps": 995,
        "fin_crit_sh_pct": 111,
        "fmax_mhz": 644,
        "rsz0062_at_grt": "yes",
        "hold_violations": 0,
        "setup_violations": 3,
        "max_slew.worst_pin.slew_ps": 197,
        "setup_tns_ps": -240,
        "fin_crit_ps": 1550,
        "drv_slew": 0,
        "slew-limit-headroom_pct": 86.5,
    },
    "layout": {
        "design.seq.count": 0,
        "area_growth_pct": 143,
        "fin_util_pct": 19.2,
        "nFillCells": 368,
        "final_cell_area_sq_um": 654,
        "final_cells": 103,
        "clkbuf_count": 0,
        "comb_area_sq_um": 342,
        "drive_above_1_share_pct": 71.9,
        "flop_area_sq_um": 0,
    },
    "min_path": {
        "min_path_type": "primary input to output port",
    },
    "run": {
        "tool_warnings": 40,
        "cap_violations": 0,
    },
    "status": {
        "failed_checks": "negative setup slack",
        "status": "complete, but fails checks",
    },
    "clock_network": {
        "hold_buffers": 0,
    },
}
==> repair_timing <==
| item | in CTS | in global routing |
|---|---|---|
| endpoints found under the setup margin | 7 | 5 |
| cloned | 0 | 1 |
| endpoints found under the hold margin | 0 | 0 |
| setup buffers | 6 | 0 |
| pin swaps | 8 | 4 |
| resized | 63 | 7 |
==> report_power, final <==
part           leakage, nW  internal, mW  total [mW]  switching, mW
Sequential               0             0           0              0
Clock                    0             0           0              0
Combinational        0.278         0.105       0.178         0.0730
Total                0.278         0.105       0.178         0.0730
==> path summary, 6_finish.rpt <==
kind                  startpoint       to  depth (start not counted)
worst max-delay path      hex[1]  sseg[3]                          5
worst min-delay path      hex[3]  sseg[5]                          3
==> layout by cell type (no fill, tap or decap), types with 2 or more instances in the layout <==
master | Yosys | layout
a21oi_2 | 0 | 2
buf_2 | 0 | 8
buf_4 | 0 | 8
buf_6 | 1 | 5
buf_8 | 0 | 3
ha_2 | 0 | 2
ha_4 | 0 | 4
mux2i_1 | 6 | 4
mux2i_4 | 0 | 2
nor2_1 | 5 | 5
==> layout make-up <==
class | instances | share of cell area, %
multi-input cells | 28 | 52.2
well taps | 46 | 8.80
repair buffers | 26 | 36.1
inverters | 3 | 2.87
==> routing by layer <==
metal	GRT usage, %	vias up
met5	0	-
met4	0	0
met3	0.341	0
met2	5.14	8
met1	3.31	149
li1	-	165
==> logic make-up (layout without fill, tap and decap cells) <==
logic type,count (synthesis),count (layout),synth area share [%]
adders and majority gates,7,7,32.6
buffers and inverters,5,29,9.77
muxes,7,7,30.7
AOI/OAI and AO/OA,6,6,14.0
and+or+nand+nor,8,8,13.0
Power and IR drop assume default switching activity.
