--- ./run.sh ---
#!/bin/bash
# OpenROAD 26Q1-2900-gdf79404cd8, Yosys 0.63+post, stock flow scripts
make -C /OpenROAD-flow-scripts/flow DESIGN_CONFIG=/design/flow/config.mk WORK_HOME=/design/flow/orfs finish
--- ./config.mk ---
export PLATFORM = sky130hd
export DESIGN_NAME = disp_sseg_mux
export DESIGN_NICKNAME = disp_sseg_mux
export VERILOG_FILES = /design/flow/design.v
export SDC_FILE = /design/flow/constraint.sdc
export NUM_CORES = 4
export LEC_CHECK = 1
export CORE_AREA = 10 10 82 82
export DIE_AREA = 0 0 92 92
--- ./constraint.sdc ---
current_design disp_sseg_mux

set clk_period 3.0
set clk_io_pct 0.2

create_clock -name clk0 -period $clk_period [get_ports {clk}]

set non_clock_inputs [all_inputs -no_clocks]
set_input_delay [expr $clk_period * $clk_io_pct] -clock clk0 $non_clock_inputs
set_output_delay [expr $clk_period * $clk_io_pct] -clock clk0 [all_outputs]
--- ./design.v ---
`timescale 1ns / 1ps
module disp_sseg_mux(
 input wire clk,
 input wire [6:0] in0, in1, in2, in3,
 output wire [3:0] an,
 output wire [6:0] sseg
    );
 logic [1:0] led;
 sseg_refresh_counter refcount_unit (.clk(clk), .LED_activating_counter(led));
 assign an = (led == 2'b00) ? 4'd1 :
             (led == 2'b01) ? 4'd2 :
             (led == 2'b10) ? 4'd4 : 4'd8;
 assign sseg = (led == 2'b00) ? in0 :
               (led == 2'b01) ? in1 :
               (led == 2'b10) ? in2 : in3;
endmodule
`timescale 1ns / 1ps
module sseg_refresh_counter(
 input wire clk,  
 output wire [1:0] LED_activating_counter  
    );
logic [19:0] refresh_counter = '0;
always_ff @(posedge clk) begin
 refresh_counter <= refresh_counter + 1'b1;
end
assign LED_activating_counter = refresh_counter[19:18];
endmodule
==> results.yml <==
# physical design summary
clocking:
  cts_tree: "built"
  htreeDepth: 1
  cts_sinks: 20
  ctsResizeCount: 0
  cts_root_buf: "clkbuf_8"
  clkLatencyLatePin_ns: 0.25
  post_cts_buffers: 0
  cts_made_buffers: 3
  path_clk_slew_ns: 0.07
  cts_hold_buf: 0
  cts_buffer_depth: 2
drt:
  wl_per_cell_um: 10.9
  drtIter0Drc: 18
  drt_wl_total_um: 2180
  post-route-drc-count: 0
  routed_via_density: 3.84
  firstDrtPassIters: 4
  antenna_cells: 0
  drtAntennaViolNets: 0
  vias: 768
min_path:
  hold_path_startpoint: "refcount_unit.refresh_counter[0]"
  hold_path_class: "reg2reg"
job:
  cap_violations: 0
  warning_count: 25
timing:
  relSlewSlack_pct: 66.7
  grt_setup_unrepaired: "no"
  max_freq_mhz: 401
  finalCritPeriodShare_pct: 83.2
  drv_slew: 0
  fin_crit_ns: 2.49
  setup_viol: 0
  skew_ns: 0.00510
  finalHoldViolations: 0
  tightest_slew_ns: 0.496
  final.setup.tns_ns: 0
global_route:
  grt_overflow: 0
  grt_start_max_net_pins: 14
  grt_pass1_wl_um: 3710
  antenna_found_initial: 0
  grt_pass1_vias: 769
  grt.total_usage_pct: 5.22
yosys:
  postSynthSeqShare_pct: 41.9
  top_cells_by_area: "dfxtp_1 42%, mux4_2 16%, xnor2_1 9.2%, xor2_1 7.3%, nand3_1 4.2%"
  syn_area_per_cell_um2: 10.9
  edf_count: 0
  yosysMostFrequentCell: "dfxtp_1"
  syn_inst: 88
  yosys.cell_types.count: 21
  top_cells_by_count: "20 x dfxtp_1, 10 x xnor2_1, 8 x nand3_1, 8 x xor2_1, 7 x mux4_2"
  ys_seq_elements: 20
  yosys.area.top_type: "dfxtp_1"
  yosysTopAreaCellShare_pct: 41.9
  ys_cells: 88
  synth_area_um2: 956
  yosysWarnings: 1
  async_reset_ff_share_pct: 0
  ys_chip_area_um2: 956
  synthFlopType: "dfxtp_1"
cells_and_area:
  largest_reg_flops: 20
  top_regs: "refcount_unit.refresh_counter x20"
  fin_util_pct: 29.6
  instances_no_fill: 200
  layout-drive-gt1-share_pct: 14.6
  top_register: "refcount_unit.refresh_counter"
  syn_to_final_growth_pct: 57.3
  fillers: 543
run_status:
  status: "complete, no violations"
place:
  placed_cells: 196
  portBuffers: 39
  hpwlAfterDp_um: 1710
  routabilityCongestion: 0.770
setup_path:
  path_delay_family: "buffers and inverters"
  reg2reg_from: "refcount_unit.refresh_counter[2]"
  path_buffers: 2
  crit_top_cell: "clkdlybuf4s50_1"
  crit_start: "in3[2]"
  max_stage_delay_ns: 0.46
  worstSetupPathType: "in2out"
  cp_max_fo: 1
  end_kind: "output port"
  slowest_stage: "mux4_2"
  crit_chain: "clkdlybuf4s50_1 > mux4_2 > clkdlybuf4s50_1"
  start_kind: "input port"
  cp.arrival_ns: 1.89
  worstPathRequired_ns: 2.40
floorplanning:
  die_h_um: 92
  core_area_um2: 5070
  ios: 40
  rows: 26
  initial_utilization_pct: 18.8
  die_x_um: 92
  dieArea_um2: 8460
power:
  p_per_area_nw_per_um2: 385
  p_leak_nw: 0.545
  peakVddDrop_mv: 0.313
path summary, 6_finish.rpt:
path	to	slack (ns)	depth (start not counted)
max reg2reg	refcount_unit.refresh_counter[19]	1.37	4
min	refcount_unit.refresh_counter[0]	0.40	1
min reg2reg	refcount_unit.refresh_counter[0]	0.40	1
max	sseg[2]	0.51	3
cell families after synthesis:
logic type | synth area share [%]
buf+inv | 3.27
fa+ha+maj | 1.31
xor+xnor | 16.5
flops | 41.9
simple gates | 20.5
mux | 16.5
placed cells by master, fill, tap and decap left out:
cell type,instances
clkdlybuf4s50_1,39
dfxtp_1,20
xnor2_1,10
nand3_1,8
xor2_1,8
mux4_2,7
inv_1,6
nand2_1,4
nor2_1,4
and3_1,3
nor2_2,3
nor3_1,3
clkbuf_8,3
nand4_1,2
nor2b_1,2
nand4_2,1
nor4_2,1
or4_4,1
or2_2,1
and2_1,1
ha_1,1
bufinv_16,1
buf_4,1
metrics by stage:
stage	worst slack (ns)	hold slack [ns]	power (mW)	instance area, µm²
3_3_place_gp	0.487	0.383	0.322	1430
5_1_grt	0.455	0.422	0.603	1500
4_1_cts	0.486	0.410	0.592	1500
6_report	0.505	0.403	0.579	1500
2_1_floorplan	1.26	0.370	0.278	956
3_5_place_dp	0.488	0.391	0.323	1430
power breakdown:
group	internal, mW	leakage [nW]	switching, mW
combinational	0.0450	0.349	0.00593
sequential	0.265	0.161	0
clock	0.178	0.0357	0.0852
total	0.488	0.545	0.0911
cell type report:
class / instances / area (µm²) / share of cell area (%)
clock buffer: 3 / 41.3 / 2.75
clock inverter: 1 / 30.0 / 2.00
inverter: 6 / 22.5 / 1.50
multi-input combinational: 60 / 524 / 34.9
sequential: 20 / 400 / 26.6
tap: 70 / 87.6 / 5.82
timing repair buffer: 40 / 398 / 26.5
routing by layer:
metal / global-route usage (%) / vias to the layer above / part of all wire [%] / routed length [µm]
li1: - / 389 / - / -
met1: 6.99 / 354 / 49 / 1070
met2: 8.59 / 23 / 45 / 986
met3: 1.40 / 2 / 4.8 / 104
met4: 0.514 / 0 / 0.96 / 21
met5: 0 / - / 0 / 0
Power and IR drop assume default switching activity.
