==> /design/flow/design.v <==
module sign_magnitude_adder
 #( parameter N = 4 )
 ( input wire [N-1:0] a, b,
   output logic [N-1:0] sum
 );
 logic [N-2:0] mag_a, mag_b, mag_sum, max, min;
 logic sign_a, sign_b, sign_sum;
 always_comb begin
  mag_a = a[N-2:0];
  mag_b = b[N-2:0];
  sign_a = a[N-1];
  sign_b = b[N-1];
  if (mag_a > mag_b)
   begin
    max = mag_a;
    min = mag_b;
    sign_sum = sign_a;
   end
  else
   begin
    max = mag_b;
    min = mag_a;
    sign_sum = sign_b;
   end
 if (sign_a == sign_b)
  mag_sum = max + min;
 else
  mag_sum = max - min;
 sum = { sign_sum, mag_sum };
end
endmodule
==> /design/flow/run.sh <==
#!/bin/bash
# OpenROAD 26Q1-2900-gdf79404cd8, Yosys 0.63+post, stock flow scripts
make -C /OpenROAD-flow-scripts/flow DESIGN_CONFIG=/design/flow/config.mk WORK_HOME=/design/flow/orfs finish
==> /design/flow/config.mk <==
export PLATFORM = sky130hd
export DESIGN_NAME = sign_magnitude_adder
export DESIGN_NICKNAME = sign_magnitude_adder
export VERILOG_FILES = /design/flow/design.v
export SDC_FILE = /design/flow/constraint.sdc
export NUM_CORES = 4
export LEC_CHECK = 1
export CORE_AREA = 10 10 70 70
export DIE_AREA = 0 0 80 80
==> /design/flow/constraint.sdc <==
current_design sign_magnitude_adder

set clk_period 3.5
set clk_io_pct 0.2

create_clock -name clk0 -period $clk_period

set non_clock_inputs [all_inputs -no_clocks]
set_input_delay [expr $clk_period * $clk_io_pct] -clock clk0 $non_clock_inputs
set_output_delay [expr $clk_period * $clk_io_pct] -clock clk0 [all_outputs]
==> out/qor.yml <==
outcome:
  outcome: "complete, but fails checks"
  violations: "setup timing"
global_routing:
  grt_max_degree: 6
  grt_use_total: 0.02751
  grt-ovfl-total: 0
  grt_pass1_vias: 344
  antenna_found_initial: 0
  grt_pass1_wl_um: 1552
placement:
  dp_hpwl_um: 713
  post-place-ws_ns: -1.045
  port_buffers: 12
  place_congestion: 0.8063
  placed_cells: 101
routing:
  postRouteWirelength_um: 792
  drtIter0Drc: 0
  avgViaCountPerCell: 3.000
  post_drt_wl_per_cell_um: 7.543
  remaining_drc_errors: 0
  vias: 315
  antenna_left: 0
  antennaDiodeCount: 0
  drt-pass1-iter-count: 1
final_layout:
  design.seq.count: 0
  nClkBuffers: 0
  fin_cells: 105
  utilization: 0.1766
  flop_area_sq_um: 0
  syn2layout_area_growth_pct: 107.8
  drive_gt1_frac: 0.5424
die:
  die_height_um: 80
  coreArea_sq_um: 3416
  initCoreUtil: 0.08498
  row_count: 21
  chipArea_sq_um: 6400
  die_width_um: 80
  ios: 12
setup_path:
  required_ns: 2.80
  cp_slowest_cell: "fa_2"
  cp_slowest_stage_delay_ns: 0.35
  crit_family: "adder cells"
  cpMostUsedCell: "xnor2_1"
  worstSetupPathType: "input port to output port"
  cp_max_fo: 5
  arrival_ns: 3.04
  cp_num_buf_inv: 2
  critPathCaptureType: "output port"
  start_kind: "input port"
  cp_cell_sequence: "dlygate4sd2_1 -> ha_4 -> nand2_1 -> mux2i_1 -> nor4_4 -> ha_1 -> nor2_1 -> a21o_1 -> fa_2 -> xnor2_2 -> xnor2_1 -> xnor2_1 -> buf_2"
  cp.depth: 13
power_and_ir_drop:
  total_power_w: 0.0001131
  worst_ir_drop_vdd_uv: 37.98
  power_density_nw_per_um2: 187.5
  leakagePower_nw: 0.2719
sta:
  min_period_over_period: 1.069
  worst_slew_pin_slew_ns: 0.2491
  hold_violations: 0
  post-route-min-period_ns: 3.740
  fmax_mhz: 267.4
  relSlewSlack: 0.8292
  fin_ws_ns: -0.2403
  setup_viol: 1
  hold_slack_ns: 1.803
  final_max_slew_viol_count: 0
  rsz0062_at_grt: "true"
logic_synthesis:
  mux_share: 0.1422
  synth.cellmix.compoundShare: 0.1379
  synthDistinctLibCells: 19
  ys_sh_simple: 0.2112
  syn_inst: 36
  top_cells_by_area: "ha_1, xnor2_1, mux2i_1"
  fa_ha_area_frac: 0.2845
  synth_area_sq_um: 290.3
  syn_area_per_cell_sq_um: 8.063
  yosys_area_sq_um: 290.3
  synth-xor-area-share: 0.1207
  synth_top_area_share: 0.2155
  yosysWarnings: 1
  seq_area_frac_synth: 0
  yosysCellCount: 36
  yosysTopAreaCell: "ha_1"
  top_logic_kind: "adder cells"
job:
  warning_count: 35
  drv_cap: 0
hold_path:
  hold_class: "input port to output port"
  hold_depth: 4
## per-stage QoR
stage | setup TNS, ns | cell area [sq um]
global placement | -1.818 | 543.0
finish | -0.2403 | 603.1
CTS | -0.2292 | 583.1
detailed placement | -1.850 | 543.0
floorplan | 0 | 312.8
global route | -0.5085 | 603.1
## power by group
| group | switching, W | total [W] | internal (W) | leakage, nW |
|---|---|---|---|---|
| Combinational | 0.0000426 | 0.000113 | 0.0000705 | 0.272 |
| Clock | 0 | 0 | 0 | 0 |
| Sequential | 0 | 0 | 0 | 0 |
| Total | 0.0000426 | 0.000113 | 0.0000705 | 0.272 |
## final timing paths
kind              start  slack (ns)  endpoint
hold / removal     b[2]        1.80    sum[2]
setup / recovery   a[2]       -0.24    sum[2]
## layout by cell type, fill, tap and decap left out
master           instances
nand3_1                  1
nand2_1                  2
mux2i_1                  3
buf_2                    3
o21a_1                   1
xnor2_1                  3
o21ai_2                  1
fa_2                     1
clkbuf_2                 1
o2111a_1                 1
xnor2_2                  1
inv_1                    3
ha_4                     3
nand2b_1                 1
clkdlybuf4s15_2          2
a21oi_1                  1
ha_1                     2
inv_2                    2
dlygate4sd2_1            1
clkdlybuf4s50_1          4
mux2_1                   1
a21o_1                   1
buf_8                    1
buf_4                   12
nor3_2                   1
inv_4                    1
nor2b_4                  1
nor2_1                   2
nor4_4                   1
nand2_2                  1
## cell type report
| type | instances | area [sq um] |
|---|---|---|
| Fill cell | 396 | 2813 |
| Multi-Input combinational cell | 29 | 324.1 |
| Tap cell | 46 | 57.56 |
| Timing Repair Buffer | 24 | 196.4 |
| Inverter | 6 | 25.02 |
## worst min-delay path, cell delays in order
cell and delay (ns):
clkbuf_2 0.11, xnor2_1 0.08, xnor2_1 0.12, buf_2 0.10
## cells in the mapped netlist
cell	instances
ha_1	5
nor2_1	2
nor2b_4	1
fa_1	1
a21o_1	1
nand3_1	1
nor3_1	1
o21a_1	1
o2111a_1	1
mux2_1	1
o21ai_2	1
nand2b_1	1
nor4_2	1
a21oi_1	1
mux2i_1	3
nand2_1	3
inv_1	6
xnor2_1	4
buf_4	1
## timing repair
action / 4_1_cts / 5_1_grt
cloned: 0 / 0
buffers inserted: 3 / 1
resized: 31 / 4
pin swaps: 12 / 5
endpoints found under the setup margin: 3 / 2
hold buffers: 0 / 0
## per-layer routing
metal | wire length, um | global-route usage | vias to the layer above | share of wire
li1 | - | - | 168 | -
met1 | 355 | 0.03902 | 143 | 0.45
met2 | 418 | 0.04655 | 4 | 0.53
met3 | 18 | 0.002273 | 0 | 0.023
met4 | 0 | 0 | 0 | 0
met5 | 0 | 0 | - | 0
## kinds of logic after synthesis
family | count (synthesis)
AOI/OAI and AO/OA | 5
xor gates and xnor gates | 4
and+or+nand+nor | 10
adders and majority gates | 6
muxes | 4
buffers and inverters | 7
Power is estimated from default activity; no workload was simulated.
